<file path="flow/run.sh">
#!/bin/bash
# OpenROAD 26Q1-2900-gdf79404cd8, Yosys 0.63+post, stock flow scripts
make -C /OpenROAD-flow-scripts/flow DESIGN_CONFIG=/design/flow/config.mk WORK_HOME=/design/flow/orfs finish
</file>
<file path="flow/config.mk">
export PLATFORM = sky130hd
export DESIGN_NAME = Hex_to_7_Seg_top
export DESIGN_NICKNAME = Hex_to_7_Seg_top
export VERILOG_FILES = /design/flow/design.v
export SDC_FILE = /design/flow/constraint.sdc
export NUM_CORES = 4
export LEC_CHECK = 1
export CORE_UTILIZATION = 30
</file>
<file path="flow/design.v">
module Hex_to_7_Seg (input [3:0] hex,
                     output [6:0] seven_seg);
    reg [6:0] seg_out;
    assign seven_seg = ~seg_out;
    always @(hex) begin
        case (hex)
            4'h0: seg_out    = 7'b0111111;
            4'h1: seg_out    = 7'b0000110;
            4'h2: seg_out    = 7'b1011011;
            4'h3: seg_out    = 7'b1001111;
            4'h4: seg_out    = 7'b1100110;
            4'h5: seg_out    = 7'b1101101;
            4'h6: seg_out    = 7'b1111101;
            4'h7: seg_out    = 7'b0000111;
            4'h8: seg_out    = 7'b1111111;
            4'h9: seg_out    = 7'b1101111;
            4'hA: seg_out    = 7'b1110111;
            4'hB: seg_out    = 7'b1111100;
            4'hC: seg_out    = 7'b0111001;
            4'hD: seg_out    = 7'b1011110;
            4'hE: seg_out    = 7'b1111001;
            4'hF: seg_out    = 7'b1110001;
            default: seg_out = 7'bxxxxxxx;
        endcase
    end
endmodule  
module Hex_to_7_Seg_top (input clk,
                         input reset,
                         input [3:0] hex_in_0,
                         input [3:0] hex_in_1,
                         input [3:0] hex_in_2,
                         input [3:0] hex_in_3,
                         output reg [6:0] seg_out,
                         output reg enable0,
                         output reg enable1,
                         output reg enable2,
                         output reg enable3);
    wire [6:0] seg_out_0;
    wire [6:0] seg_out_1;
    wire [6:0] seg_out_2;
    wire [6:0] seg_out_3;
    reg [1:0] toggle = 2'b00;
    reg [15:0] refresh_counter;
    Hex_to_7_Seg Hex_to_7_Seg_0 (
    .hex(hex_in_0),
    .seven_seg(seg_out_0)
    );
    Hex_to_7_Seg Hex_to_7_Seg_1 (
    .hex(hex_in_1),
    .seven_seg(seg_out_1)
    );
    Hex_to_7_Seg Hex_to_7_Seg_2 (
    .hex(hex_in_2),
    .seven_seg(seg_out_2)
    );
    Hex_to_7_Seg Hex_to_7_Seg_3 (
    .hex(hex_in_3),
    .seven_seg(seg_out_3)
    );
    always @(posedge clk)
    begin
        if (reset)
            refresh_counter <= 0;
        else
            refresh_counter <= refresh_counter + 1;
    end
    always @(posedge clk)
    begin
        if (refresh_counter == {16{1'b1}})
            toggle <= toggle + 1;
            end
        always @(toggle, seg_out_0, seg_out_1)
        begin
            case (toggle)
                2'b00: begin
                    seg_out = seg_out_0;
                    enable0 = 1'b0;
                    enable1 = 1'b1;
                    enable2 = 1'b1;
                    enable3 = 1'b1;
                end
                2'b01: begin
                    seg_out = seg_out_1;
                    enable0 = 1'b1;
                    enable1 = 1'b0;
                    enable2 = 1'b1;
                    enable3 = 1'b1;
                end
                2'b10: begin
                    seg_out = seg_out_2;
                    enable0 = 1'b1;
                    enable1 = 1'b1;
                    enable2 = 1'b0;
                    enable3 = 1'b1;
                end
                2'b11: begin
                    seg_out = seg_out_3;
                    enable0 = 1'b1;
                    enable1 = 1'b1;
                    enable2 = 1'b1;
                    enable3 = 1'b0;
                end
            endcase
        end
        endmodule  
</file>
<file path="flow/constraint.sdc">
current_design Hex_to_7_Seg_top

set clk_period 3.0
set clk_io_pct 0.2

create_clock -name clk0 -period $clk_period [get_ports {clk}]

set non_clock_inputs [all_inputs -no_clocks]
set_input_delay [expr $clk_period * $clk_io_pct] -clock clk0 $non_clock_inputs
set_output_delay [expr $clk_period * $clk_io_pct] -clock clk0 [all_outputs]
</file>
==> impl_results.rst <==
Physical design figures
=======================

.. list-table::
   :header-rows: 1

   * - Metric
     - Value
   * - Crit-path cells
     - dlygate4sd2_1 -> buf_4 -> ha_1 -> nand2b_4 -> a311o_1 -> a41oi_2 -> clkdlybuf4s50_1
   * - Non-filler instance count after layout
     - ~380
   * - Residual overflow from global routing
     - 0
   * - Number of warning messages in the yosys log
     - 2
   * - Post-synthesis instance area
     - approximately 2000 sq um
   * - Core Region
     - around 6400 sq um
   * - Library cell with the largest summed area after synthesis
     - ha_1
   * - Inserted Clock Buffers
     - 3
   * - Peak per-stage delay on the critical path
     - around 0.48 ns
   * - Number of H-tree branching levels
     - 1
   * - PD cells
     - roughly 220 nW/um^2
   * - Worst-case hold path end point
     - refresh_counter[15]
   * - Vias after detailed routing
     - about 1900
   * - Die Area
     - between 6000 and 7000 sq um
   * - Critical path data arrival time
     - about 2.3 ns
   * - Clock transition at the registers of the reported paths
     - 0.06 ns
   * - Tally of OpenROAD warnings
     - about 54
   * - Layout-stage area growth over the synthesis result
     - 43.1%
   * - Max capacitance violation total
     - 0
   * - Number of cell instances on the worst register-to-register path
     - 5
   * - Placer Congestion
     - about 0.86
   * - Worst R2R End
     - refresh_counter[14]
   * - Shortest period the worst path allows
     - just under 3 ns
   * - Critical Path Sink Type
     - output pin
   * - Count of clock tree sinks
     - 18
   * - Number of unique standard cell types used by synthesis
     - ~50
   * - Most common reg cell
     - dfxtp_1
   * - CTS Hold Buffers Added
     - 0
   * - Residual DRC count
     - 0
   * - Final WL
     - between 4 and 5 mm
   * - Hold WC Path Type
     - reg2reg
   * - Leading cell types by total area after synthesis
     - ha_1, dfxtp_1, nor2_1
   * - Total of fill cells in the finished design
     - between 600 and 700
   * - Port buffer count
     - 28
   * - Placement Cell Area
     - about 2600 sq um
   * - Worst endpoint required time
     - around 2.4 ns
   * - Die outline width
     - roughly 84 um
   * - Transition time of the tightest slew-check pin
     - between 0.5 and 0.6 ns
   * - Global routing usage summed across all routing layers
     - 12.8%
   * - Number of antenna violations at the first check in global routing
     - 0
   * - Worst IR drop on VDD
     - between 0.3 and 0.4 mV
   * - Setup violations, final
     - 0
   * - Number of cell rows
     - 29
   * - Largest fanout on the critical path
     - 3
   * - Worst min-delay path startpoint
     - refresh_counter[15]
   * - Family with the most delay on the worst path
     - buffers and inverters
   * - Asr flop ratio synth
     - 0%
   * - Critical Path Start Type
     - input pin
   * - Final slew viol count
     - 0
   * - Flop2flop setup slack
     - approximately 1.4 ns
   * - Worst setup skew after layout
     - 0.00306 ns
   * - # diodes
     - 0
   * - Pin count of the biggest net entering global routing
     - 17
   * - Post-synthesis average cell area
     - a little over 8 sq um
   * - Fraction of final layout cells sized beyond drive strength 1
     - around 29%
   * - Vias in the first global route
     - roughly 1700
   * - Share of synthesized area occupied by flip-flops and latches
     - approximately a fifth
   * - LEAKAGE
     - about 1.3 nW
   * - Outcome
     - finished clean
   * - Setup repair after global routing missed its margin
     - false
   * - Number of buffers on the longest clock path
     - 2
   * - First-pass detailed-route iteration total
     - 4
   * - Average via count per standard cell
     - 4.92
   * - Clock latency at the later pin of the worst-skew pair
     - ~0.25 ns
   * - Remaining antenna violation count after routing
     - 0
   * - Number of cells traversed by the worst hold path
     - 2
   * - Total half-perimeter wirelength after legalization and detailed placement
     - 3.54 mm
   * - Cells after DPL
     - roughly 380
   * - First-pass GRT wire length
     - around 7.6 mm
   * - Overall die height
     - around 84 um
   * - Peak clock frequency supported by timing
     - approximately 340 MHz
   * - Average wire length per cell after detail routing
     - between 10 and 15 um
   * - Final hold slack
     - 0.488 ns
   * - Max-slew headroom at the worst pin
     - a little over three fifths
   * - Number of primary I/O pins
     - 29
   * - Most crowded layer after global routing
     - met1
   * - CTS root buf
     - clkbuf_8
   * - Final-report hold violation count
     - 0
   * - Effective utilization at floorplan
     - a little under a third
   * - Flop and latch count out of synthesis
     - 18
   * - Met1 demand-to-capacity share in global routing
     - 20.3%
   * - CP bufs+invs
     - 3
   * - Yosys Chip Area
     - about 2000 sq um
   * - Global-route track usage on met2
     - 20.2%
   * - Clock tree from TritonCTS
     - done
   * - EDFF count, synth
     - 2
   * - Number of instances in the synthesized netlist
     - 244
   * - Period Utilization, post-route
     - between 90% and 100%
   * - Worst Path Class, Setup
     - in2out
   * - Violation count after the first detailed-routing iteration
     - about 64
   * - Origin of the critical flop-to-flop path
     - refresh_counter[0]
   * - Slowest stage cell, crit path
     - clkdlybuf4s50_1
   * - Dominant cell area share
     - 21.3%
   * - Post-Layout Inst Area
     - between 2000 and 3000 sq um
   * - Number of cells in Yosys stat
     - around 240
   * - Global Route met3 Usage
     - roughly 1.1%
## cell families (layout without fill, tap and decap cells)
group	Yosys count	in the layout	synth area share (%)
XOR/XNOR	12	12	5.26
multiplexers	12	12	7.33
AND-OR/OR-AND	47	47	17.8
AND/OR/NAND/NOR	89	89	22.9
adder cells (fa/ha/maj)	34	34	21.3
flip-flops	18	18	19.0
buffers and inverters	32	94	6.45
## synth_stat cells, types with 7 or more instances
master / instances
ha_1: 34
nor2_1: 26
inv_1: 20
dfxtp_1: 16
nand2_1: 13
nand2b_1: 12
mux2i_1: 9
nor2b_1: 9
clkbuf_1: 8
nand3_1: 8
a21oi_1: 7
xor2_1: 7
## routing by layer
layer	share of wire (%)	wire (um)
met5	0	0
met1	52	2410
met3	4.0	182
met4	0.46	21
met2	43	1990
## cell type report
type                       count  area [sq um]  area share (%)
clock buffer                   4          45.0            1.57
tap                           77          96.3            3.37
sequential                    18           380            13.3
timing repair buffer          69           608            21.3
inverter                      21          82.6            2.89
multi-input combinational    194          1650            57.6
## flip-flops by register name, indices dropped and copies added, names as in the netlist
name / flops
toggle: 2
refresh_counter: 16
## where the power goes
| part | internal [mW] | switching [mW] |
|---|---|---|
| clock | 0.0941 | 0.0724 |
| sequential | 0.246 | 0.00431 |
| combinational | 0.124 | 0.0981 |
| total | 0.465 | 0.175 |
## through the flow
step / utilization, % / setup WS, ns / total power [mW] / TNS, ns
floorplan: - / 0.712 / 0.352 / 0
global placement: 41.2 / -0.276 / 0.460 / -1.17
detailed placement: 41.2 / -0.279 / 0.458 / -1.15
CTS: 43.1 / -0.0229 / 0.635 / -0.0327
global route: 44.8 / 0.00563 / 0.680 / 0
finish: 44.8 / 0.0874 / 0.639 / 0
## cell usage in the layout (no fill, tap or decap), types with 3 or more instances in the layout
master,n
clkdlybuf4s50_1,11
ha_2,9
xor2_1,7
nand2b_4,3
nand2b_1,9
nand4_1,6
dlygate4sd2_1,7
ha_1,20
clkbuf_8,3
dlymetal6s2s_1,7
and3_1,3
inv_1,12
a31oi_1,6
nor2_1,25
nand2_1,12
inv_2,8
nor2b_1,8
buf_4,36
nand3_1,8
nor3_1,3
o21ai_0,3
mux2i_1,9
a21oi_1,7
xnor2_1,5
buf_6,3
dfxtp_1,16
a31o_2,3
ha_4,5
a311oi_1,4
## worst max path at each step
stage      startpoint    endpoint  depth (start not counted)
6_report  hex_in_3[0]  seg_out[1]                          7
4_1_cts   hex_in_0[0]  seg_out[6]                          7
5_1_grt   hex_in_3[0]  seg_out[1]                          7
## worst reg2reg max path: cells and delay by family, from the launching register on
kind,cells,cell delay (ns)
simple gates,2,0.53
compound gates,2,0.26
fa+ha+maj,1,0.26
flops,1,0.40
## timing repair
item                                    4_1_cts  5_1_grt
cloned                                        0        1
buffers inserted                              0        1
endpoints found under the hold margin         0        0
endpoints found under the setup margin        7        7
resized                                      31       33
pin swaps                                    10       10
Power and IR drop assume default switching activity.
